[./run.sh]
#!/bin/bash
# OpenROAD 26Q1-2900-gdf79404cd8, Yosys 0.63+post, stock flow scripts
make -C /OpenROAD-flow-scripts/flow DESIGN_CONFIG=/design/flow/config.mk WORK_HOME=/design/flow/orfs finish
[./config.mk]
export PLATFORM = sky130hd
export DESIGN_NAME = pclogic
export DESIGN_NICKNAME = pclogic
export VERILOG_FILES = /design/flow/design.v
export SDC_FILE = /design/flow/constraint.sdc
export NUM_CORES = 4
export LEC_CHECK = 1
export CORE_UTILIZATION = 50
[./constraint.sdc]
current_design pclogic

set clk_period 8.7
set clk_io_pct 0.2

create_clock -name clk0 -period $clk_period [get_ports {clk}]

set non_clock_inputs [all_inputs -no_clocks]
set_input_delay [expr $clk_period * $clk_io_pct] -clock clk0 $non_clock_inputs
set_output_delay [expr $clk_period * $clk_io_pct] -clock clk0 [all_outputs]
[./design.v]
module pclogic(clk, reset, ain, aout, pcsel,Branch,Jump,Bne,Zero,instruction);
input reset;
input clk;
input [31:0] ain;
input pcsel;
input Branch;
input Jump;
input [25:0] instruction;
input Bne,Zero;
reg [31:0] aout_q,aout_d;
output reg [31:0] aout;
always @(posedge clk ) begin
	if (reset==1)
		aout_q<=32'b0;
	else
		aout_q<=aout_d;
end
always @(*) begin
aout_d=aout_q ;
		if (Jump==1) begin
			aout_d=aout_q+1;
			aout_d={aout_d[31:28],instruction,2'b01};
		end
		else if ((pcsel)||(~Zero&&Bne)) begin   
			aout_d=ain+aout_q;
		end
		else	aout_d=aout_q+1;  
end
assign aout=aout_q;
endmodule
==> job_summary.md <==
## Implementation flow summary

| Metric | Value |
|---|---|
| Status | complete, no violations |
| Tmin final | 4260 ps |
| Sequential-to-total area share from yosys stat | 0.175 |
| Hold Path Cell Cnt | 2 |
| Clock buffer count from CTS | 5 |
| Fmax | 235 MHz |
| CTS tree | built |
| Crit-path max FO | 3 |
| Number of enable flip-flop cells | 0 |
| Met3 wire length | 640 microns |
| Vias in the first global route | 3405 |
| Biggest register | aout_q |
| Part of the cycle the worst path needs | 0.490 |
| Distinct lib cells used | 54 |
| Total gr overflow | 0 |
| OpenROAD warnings | 28 |
| # DRC | 0 |
| Pleak | 1.94 nW |
| Post-Place Cells | 669 |
| Multi-input logic area | 2860 sq um |
| Hold-fix buffer count after cts | 0 |
| RD Place Congestion | 0.901 |
| Routed wl met2 | 4850 microns |
| Setup TNS | 0 ps |
| Quantity of gates resized following cts | 0 |
| Placement row count | 30 |
| Peak VDD IR | 0.0000895 V |
| Die W | 87.5 microns |
| Most numerous logic cell after layout | clkdlybuf4s50_1 |
| Wire length on met1 | 4970 microns |
| Top cells excl fill/tap | 95 x clkdlybuf4s50_1, 60 x nand2_1, 53 x a21oi_1 |
| PD cells | 131 nW/um^2 |
| Die height | 87.5 microns |
| Clock buffer depth | 2 |
| Syn Inst Count | 500 |
| Worst-margin pin slew | 614 ps |
| Final hold slack | 544 ps |
| H-tree depth | 2 |
| Number of detailed-routing iterations run before antenna repair | 5 |
| Critical Path RT | 8900 ps |
| Max-cap violations | 0 |
| Die area | 7660 sq um |
| DR vias/cell | 5.81 |
| Final Max Slew Viols | 0 |
| Core ar. | 6940 sq um |
| RSZ-0062 raised after global routing | no |
| Area grow syn2layout | 30.6% |
| Register area | 641 sq um |
| Port bufs | 95 |
| Worst Path Arrival | 4460 ps |
| Setup Skew | 8.40 ps |
| Yosys Chip Area | 3660 sq um |
| Crit Path Class | input pin to flop |
| IO Count | 97 |
| Late-Pin Clk Latency | 290 ps |
| Initial core utilization | 0.527 |
| Worst-path clk slew | 80 ps |
| Number of flip-flops in the largest register | 32 |
| Ys cells | 500 |
| Wirelength per Cell | 15.6 microns |
| Final ANT Viol Nets | 0 |
| Rel. slew slack | 0.590 |
| Number of diodes | 0 |
| Largest net degree at the start of global routing | 39 |
| Synthesized area | 3660 sq um |
| Critical Path Sink Type | flop |
| First-pass GRT wire length | 16800 microns |
| Fillers | 566 |
| Non-filler instance count after layout | 677 |
| DPL Wire Length | 7840 microns |
| Asr flop ratio synth | 0 |
| Largest registers | aout_q (32) |
| DRT iter0 DRCs | 277 |
| Gr usage total | 0.282 |
| Initial antenna violation count | 0 |
| Highest signal layer in the routed design | met4 |
| Worst min-delay path class | flop to flop |
| Final WL | 10500 microns |
| Setup violators final | 0 |
| Clock root buffer | clkbuf_8 |
| FF-to-FF path depth | 10 |
| Total number of vias | 3934 |
| Setup Buffers After CTS | 0 |
| Clk sinks | 32 |
| Yosys warnings | 2 |
| Flops after synth | 32 |
| Layout cells sized above 1 | 0.0534 |
| Avg Inst Size Synth | 7.32 sq um |
| Endpoints failing hold | 0 |
| Startpoint Class | input pin |
| Top_reg_cell synth | dfxtp_1 |
==> cell type report <==
class / instances / area share
multi-input cells: 428 / 0.598
repair buffers: 99 / 0.205
flip-flops and latches: 32 / 0.134
well taps: 96 / 0.0251
clock buffers: 7 / 0.0202
inverters: 14 / 0.0110
clock inverters: 1 / 0.00628
==> kinds of logic after synthesis <==
kind of cell | synth area share
muxes | 0.0109
and+or+nand+nor | 0.250
buffers and inverters | 0.0445
adders and majority gates | 0.115
DFF | 0.175
AOI/OAI and AO/OA | 0.285
xor gates and xnor gates | 0.120
==> layer usage <==
layer / up-vias / track usage
met5: - / 0
met4: 0 / 0.0268
met3: 7 / 0.0210
met2: 126 / 0.460
met1: 1808 / 0.433
li1: 1993 / -
==> critical path: stages <==
cell             delay [ps]
clkdlybuf4s50_1         400
ha_1                    230
fa_1                    410
a21oi_1                 240
nand4b_4                190
a221o_1                 220
a21oi_2                  90
o31ai_1                 360
xnor2_1                 170
nor2_1                   70
a2111oi_2               320
==> path summary, 6_finish.rpt <==
kind / from / end / slack [ps]
worst max-delay path: ain[0] / aout_q[20] / 4440
worst min-delay path: aout_q[31] / aout_q[31] / 540
worst max register to register: aout_q[0] / aout_q[20] / 5900
worst min register to register: aout_q[31] / aout_q[31] / 540
==> power by group <==
| part | internal (mW) | total (mW) | switching, mW | leakage (nW) |
|---|---|---|---|---|
| registers | 0.161 | 0.183 | 0.0223 | 0.266 |
| logic | 0.140 | 0.279 | 0.139 | 1.61 |
| clock network | 0.101 | 0.162 | 0.0610 | 0.0645 |
==> synthesized netlist by cell type (2+ instances only) <==
master / instances / area (sq um)
nor2_1: 45 / 169
a21o_1: 13 / 97.6
or2_2: 2 / 12.5
o211ai_1: 9 / 67.6
o32ai_1: 2 / 17.5
a2111oi_2: 2 / 30.0
nand3_1: 18 / 90.1
a21oi_2: 3 / 26.3
a221oi_1: 2 / 17.5
a41oi_1: 3 / 26.3
a221o_1: 2 / 20.0
and3_1: 8 / 50.1
ha_1: 32 / 400
inv_1: 14 / 52.6
buf_2: 10 / 50.1
or3_1: 7 / 43.8
dfxtp_1: 32 / 641
mux2i_1: 4 / 40.0
o31ai_1: 6 / 45.0
a31oi_1: 4 / 25.0
buf_1: 2 / 7.51
a21oi_1: 54 / 270
xor2_1: 23 / 201
a211oi_1: 12 / 90.1
nor3_2: 3 / 30.0
o21bai_1: 3 / 22.5
o21a_1: 3 / 22.5
a211o_1: 2 / 17.5
nand2_1: 60 / 225
and2_1: 4 / 25.0
and4_1: 5 / 43.8
clkbuf_1: 14 / 52.6
o21ai_0: 24 / 120
o21ai_1: 5 / 25.0
nand4_1: 11 / 68.8
xnor2_1: 27 / 236
nor3_1: 12 / 60.1
a21boi_1: 2 / 15.0
==> metrics by stage <==
stage	worst slack [ps]	total power [mW]	cell area (sq um)	util
6_report	4440	0.625	4780	0.688
5_1_grt	4180	0.667	4780	0.688
3_5_place_dp	4160	0.461	4650	0.670
2_1_floorplan	4800	0.363	3660	-
4_1_cts	4460	0.626	4780	0.688
3_3_place_gp	4150	0.460	4650	0.670
No activity file was given, so power comes from the tool's default toggle rates.
