$ cat flow/config.mk
export PLATFORM = sky130hd
export DESIGN_NAME = rf
export DESIGN_NICKNAME = rf
export VERILOG_FILES = /design/flow/design.v
export SDC_FILE = /design/flow/constraint.sdc
export NUM_CORES = 4
export LEC_CHECK = 1
export CORE_UTILIZATION = 40
$ cat flow/constraint.sdc
current_design rf

set clk_period 7.4
set clk_io_pct 0.2

create_clock -name clk0 -period $clk_period [get_ports {clk}]

set non_clock_inputs [all_inputs -no_clocks]
set_input_delay [expr $clk_period * $clk_io_pct] -clock clk0 $non_clock_inputs
set_output_delay [expr $clk_period * $clk_io_pct] -clock clk0 [all_outputs]
$ cat flow/design.v
module rf(clk,RegWrite,ra,rb,rc,da,db,dc);
input clk;
input RegWrite;
input [4:0] ra;  
input [4:0] rb;  
input [4:0] rc;  
input [31:0] dc;  
output [31:0] da;  
output [31:0] db;  
reg [31:0] memory [31:0];  
assign da=(ra!=0)?memory[ra]:0;
assign db=(rb!=0)?memory[rb]:0;
always@(posedge clk)begin
	if(RegWrite==1'b1)begin
		memory[rc]<=dc;
	end
end
endmodule
$ cat flow/run.sh
#!/bin/bash
# OpenROAD 26Q1-2900-gdf79404cd8, Yosys 0.63+post, stock flow scripts
make -C /OpenROAD-flow-scripts/flow DESIGN_CONFIG=/design/flow/config.mk WORK_HOME=/design/flow/orfs finish
==> results_dict.tcl <==
# metrics dict for downstream scripts
set metrics [dict create \
    grt_pass1_vias 30359 \
    layout_min_cycle_time_ps 6980 \
    critPathMaxStageDelay_ps 1130 \
    cellLeakagePower_nw 17.3 \
    tightest_slew_ps 1440 \
    drc 0 \
    coreArea_um2 116000 \
    place_hpwl_um 89600 \
    ys_types 40 \
    p_per_area_nw_per_um2 241 \
    largest_register "memory" \
    dieWidth_um 345 \
    setup_slack_ps 420 \
    finalWirelength_um 146000 \
    top_area_share_pct 65.5 \
    syn_area_um2 47000 \
    relSlewSlack_pct 3.12 \
    setup_tns_ps 0 \
    worstHoldStart "dc[7]" \
    warnings 26 \
    numCtsBuffers 108 \
    met3_length_um 30700 \
    antennaDiodeCount 0 \
    post_cts_buffers 0 \
    clk_path_buf_depth 3 \
    grtUsageTotal_pct 27.5 \
    postSynthCellCount 2400 \
    seq_area_frac_synth_pct 65.5 \
    drt_first_pass_iters 5 \
    timing.final.max_slew_violations 0 \
    clk_pin_slew_ps 60 \
    grt_max_degree 77 \
    grt_setup_unrepaired "false" \
    die_area_um2 119000 \
    topCellsByArea "edfxtp_1, mux4_2, mux2i_1, a22o_1, clkbuf_1" \
    antenna_found_initial 5 \
    h-tree-depth 3 \
    drtIter0Drc 1555 \
    vias_per_cell 6.36 \
    cap_violations 0 \
    cts_tree "built" \
    port_buffers 112 \
    grt_first_pass_wirelength_um 209000 \
    top_cell "edfxtp_1" \
    cp-end-kind "primary output" \
    max_freq_ghz 0.143 \
    hp-class "primary input to register" \
    num_io_pins 113 \
    common_cells "edfxtp_1, mux4_2, mux2i_1, clkbuf_1, nand2_1" \
    m1WireLength_um 42900 \
    die_y_um 345 \
    clock-root-buffer "clkbuf_16" \
    finalSetupViolCount 0 \
    clock_sinks 1024 \
    max-vdd-ir-drop_uv 178 \
    ys_chip_area_um2 47000 \
    cts_hold_buffers 0 \
    cts_resized 0 \
    edf_count 1024 \
    critPathMaxFanout 24 \
    path_buffers 3 \
    via_count 26580 \
    period_used_pct 94.3 \
    postSynthAreaPerCell_um2 19.6 \
    outcome "finished clean" \
    crit_chain "clkdlybuf4s50_1, or3b_2, buf_4, o221ai_1, a211oi_1, nor3_1, clkdlybuf4s50_1" \
    wl_per_cell_um 35.0 \
    overflow 0 \
    initial_core_util_pct 40.4 \
    numSynthFlops 1024 \
    ys_cells 2400 \
    arrival_ps 5500 \
    rows 125 \
    worst_path_most_repeated_cell "clkdlybuf4s50_1" \
    slowest_stage "nor3_1" \
    drive_gt1_share_pct 29.8 \
    yosys_warnings 1 \
    dr.max_layer_used "met5" \
    met2_length_um 67400 \
    synth.largest_area_cell "edfxtp_1" \
    fillCellCount 9410 \
    place_congestion 0.913 \
    pre_cts_slack_ps 601 \
    synthArstFlopShare_pct 0 \
    cp-startpoint "rb[3]" \
    ant_nets 0 \
    ff_type "edfxtp_1" \
    area_growth_pct 15.1 \
    hold_viol 0 \
    top_regs "memory (1024)" \
    worstSetupPathType "primary input to primary output" \
    cp_top_family "simple AND/OR/NAND/NOR gates" \
    largest_reg_flops 1024 \
    required_ps 5920 \
    cp-start-kind "primary input" \
]
[logic make-up after synthesis]
group | share of synthesized area, %
flip-flops | 65.5
multiplexers | 24.9
AND-OR/OR-AND | 5.41
AND/OR/NAND/NOR | 1.94
buffers and inverters | 2.31
[layer usage]
metal  vias to the layer above  track usage (%)
met3                       283             25.6
met5                         -             5.37
met1                     13344             28.8
met2                      2160             39.6
met4                        22             6.85
li1                      10771                -
[cells in the final DEF, fill, tap and decap left out, drive strengths merged, types with 2 or more instances in the layout]
master / count
clkinvlp: 5
a211oi: 47
inv: 28
nor2b: 8
a221oi: 23
nor3: 33
nor2: 35
nand3b: 7
a21oi: 46
or3b: 5
nand3: 4
a22o: 62
mux2i: 183
bufinv: 11
edfxtp: 1024
mux4: 425
and2: 13
mux2: 24
a2111oi: 31
o22ai: 55
clkdlybuf4s50: 105
buf: 157
o221ai: 31
nor4: 9
or3: 2
a211o: 23
clkbuf: 125
clkinv: 53
nand2: 65
a32o: 9
nand2b: 3
[final timing paths]
check                                 end  depth (start not counted)
setup / recovery                    db[6]                          7
hold / removal    memory[16][7]$_DFFE_PP_                          2
[metrics by stage]
stage | instance area, µm² | hold WS (ps) | util [%] | total power, mW | cells
after floorplan | 47000 | 1580 | - | 7.22 | 2400
after CTS | 54100 | 1570 | 46.5 | 13.1 | 4182
after detailed placement | 50600 | 2320 | 43.5 | 7.78 | 3985
after global routing | 54100 | 1630 | 46.5 | 13.4 | 4182
after global placement | 50600 | 2310 | 43.5 | 7.76 | 3985
final | 54100 | 1600 | 46.5 | 13.0 | 4182
[power breakdown]
part | total (mW) | switching (mW) | internal, mW
sequential | 6.48 | 0.0286 | 6.46
combinational | 1.19 | 0.684 | 0.502
clock | 5.33 | 2.24 | 3.09
total | 13.0 | 2.96 | 10.0
[final cells by class]
cell class | instances | area, µm² | area share, %
Multi-Input combinational cell | 1150 | 15400 | 28.5
Clock buffer | 125 | 2810 | 5.20
Sequential cell | 1024 | 30700 | 56.9
Tap cell | 1524 | 1910 | 3.53
Clock inverter | 72 | 654 | 1.21
Inverter | 25 | 96.3 | 0.178
Timing Repair Buffer | 262 | 2430 | 4.50
Power and IR drop assume default switching activity.
