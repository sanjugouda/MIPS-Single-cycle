==> ./design.v <==
module control(opcode, RegDst, ALUSrc, MemtoReg, RegWrite, MemRead, MemWrite, Branch,Jump,Bne ,AluOP);
input [5:0] opcode;
output reg RegDst;
output reg ALUSrc;
output reg MemtoReg;
output reg RegWrite;
output reg MemRead;
output reg MemWrite;
output reg Branch;
output reg Jump;
output reg Bne; 
output reg [1:0] AluOP;
always @(opcode) begin
	case (opcode)
		6'b000000:{RegDst, ALUSrc, MemtoReg, RegWrite, MemRead, MemWrite, Branch, Jump,Bne, AluOP}=11'b100100_000_10;  
		6'b100011:{RegDst, ALUSrc, MemtoReg, RegWrite, MemRead, MemWrite, Branch, Jump,Bne, AluOP}=11'b011110_000_00;  
		6'b101011:{RegDst, ALUSrc, MemtoReg, RegWrite, MemRead, MemWrite, Branch, Jump,Bne, AluOP}=11'bx1x001_000_00;  
		6'b000100:{RegDst, ALUSrc, MemtoReg, RegWrite, MemRead, MemWrite, Branch, Jump,Bne, AluOP}=11'bx0x000_100_01;  
		6'b001000:{RegDst, ALUSrc, MemtoReg, RegWrite, MemRead, MemWrite, Branch, Jump,Bne, AluOP}=11'b010100_000_11;  
		6'b000101:{RegDst, ALUSrc, MemtoReg, RegWrite, MemRead, MemWrite, Branch, Jump,Bne, AluOP}=11'bx0x000_001_01;  
		6'b000010:{RegDst, ALUSrc, MemtoReg, RegWrite, MemRead, MemWrite, Branch, Jump,Bne, AluOP}=11'bxxxxxx_x10_xx;  
		default:
	{RegDst,ALUSrc,MemtoReg,RegWrite,MemRead,MemWrite,Branch,Jump,AluOP}=11'bxxx_xxx_xxx_xx;
	endcase
end
endmodule
==> ./run.sh <==
#!/bin/bash
# OpenROAD 26Q1-2900-gdf79404cd8, Yosys 0.63+post, stock flow scripts
make -C /OpenROAD-flow-scripts/flow DESIGN_CONFIG=/design/flow/config.mk WORK_HOME=/design/flow/orfs finish
==> ./config.mk <==
export PLATFORM = sky130hd
export DESIGN_NAME = control
export DESIGN_NICKNAME = control
export VERILOG_FILES = /design/flow/design.v
export SDC_FILE = /design/flow/constraint.sdc
export NUM_CORES = 4
export LEC_CHECK = 1
export CORE_AREA = 10 10 70 70
export DIE_AREA = 0 0 80 80
==> ./constraint.sdc <==
current_design control

set clk_period 2.3
set clk_io_pct 0.2

create_clock -name clk0 -period $clk_period

set non_clock_inputs [all_inputs -no_clocks]
set_input_delay [expr $clk_period * $clk_io_pct] -clock clk0 $non_clock_inputs
set_output_delay [expr $clk_period * $clk_io_pct] -clock clk0 [all_outputs]
==> changes_impl.md <==
## Implementation

* # IOs at 17
* Crit. End Element: output port
* Crit path launch type: input port
* Vias in the first global route at 340
* Slew Limit Fails at 0
* Core footprint at 3420 sq um
* Number of enable flip-flop cells at 0
* RSZ-0062 raised after global routing: true
* Die width at 80 um
* Synth flops at 1
* Mean Syn Cell Area at 7.10 sq um
* Ant diodes at 0
* Initial antenna violation count at 0
* Fp_density at 7.07%
* Post-Route WL at 1050 um
* Detailed router's first-iteration violation count at 40
* Sw power at 0.0287 mW
* Top cells by count: 4 x nor4_1, 3 x a21oi_1
* Post-Syn Instances at 34
* Worst hold endpoint: ALUSrc
* Crit path arrival time at 1.80 ns
* Post-DP HPWL at 862 um
* Minimum clock period at 2.26 ns
* First-pass GRT wire length at 1630 um
* Filler Cell Count at 388
* LEAKAGE at 0.205 nW
* Max_cap viols at 0
* Vias at 348
* Count leader, synth: nor4_1
* Total Routing Usage GR at 3.03%
* Worst slew margin at 74.6%
* Post-Synth Adder-Cell Area at 0%
* CP max stage cell: or4b_4
* Share of post-route cells with drive strength above 1 at 48.3%
* Yosys simple share at 44.6%
* Complex Gates by Area at 28.5%
* Clock power frac at 0%
* P per Cell Area at 115 nW/um^2
* Unique cell types at 25
* Xor+xnor area frac at 3.63%
* Max Clk Rate at 0.442 GHz
* Status: finished, final reports clean
* Count of tool warnings at 33
* Placed cell count at 103
* Endpoints left unconstrained at 2
* Yosys Instances at 34
* Gr ovfl total at 0
* ANT nets after route at 0
* Post-synthesis mux area share at 0%
* GP Congestion at 0.752
* Area leader share at 10.4%
* CP required at 1.84 ns
* Worst-path fanout max at 5
* Largest area contributor in the netlist: nor4_1
* DR pass1 iterations at 4
* Slew @ Worst Pin at 0.371 ns
* Port Buffers at 17
* Yosys warns at 1
* Logic family by area: simple AND/OR/NAND/NOR gates
* Yosys stat area at 241 sq um
* Final tally of hold violations at 0
* Vias per std cell at 3.35
* Area Growth Syn to Fin at 125%
* Final period util at 98.3%
* Final setup viols at 0
* Max IR drop VDD at 0.0221 mV
* Hold path startpoint: opcode[5]
* Largest net degree at the start of global routing at 11
* Seq pwr share at 1.3%
* P_int at 0.0336 mW
* CP peak stage delay at 0.53 ns
* Mapped Area at 241 sq um
* Commonest flop: dlxtn_1
* Hold crit path type: input port to output port
* Fin util at 15.9%
* DR WL/cell at 10.0 um
* Post-Layout Cell Count at 104
* Die Span Y at 80 um
* Cell row count at 21
* Die area at 6400 sq um
* Switching Fraction at 46.1%
* Register pins left without a clock at 1
* Hold Crit Depth at 4
* DRC Markers at 0
* Top cells by area: nor4_1 10%, buf_6 9.3%, a21oi_1 6.2%
* Max reg flops at 1
* Crit path kind: input port to output port
* Critical Path, Cell by Cell: clkdlybuf4s15_1 > or4b_4 > a21oi_2 > nand2_1 > clkdlybuf4s50_1
* Synth async-reset ratio at 0%
* Comb power frac at 98.7%
==> logic make-up after synthesis <==
kind of cell	count (synthesis)
xor gates and xnor gates	1
AOI/OAI and AO/OA	9
and+or+nand+nor	17
latches	1
buffers and inverters	6
==> through the flow <==
stage | hold slack, ns | power, mW | worst slack (ns) | TNS [ns] | instance area, sq um
after floorplan | 0.936 | 0.0260 | 0.520 | 0 | 241
after global placement | 1.94 | 0.0596 | -0.414 | -3.02 | 514
after detailed placement | 1.94 | 0.0602 | -0.417 | -3.17 | 514
after CTS | 1.44 | 0.0622 | 0.00546 | 0 | 543
after global routing | 1.46 | 0.0679 | -0.0385 | -0.0486 | 543
final | 1.44 | 0.0623 | 0.0397 | 0 | 543
==> metal layers <==
metal	track usage, %	wire length (um)
met1	3.96	463
met2	5.06	464
met3	0.909	117
met4	0	0
met5	0	0
==> final cells by class <==
type                            count  area (sq um)  area share, %
Timing Repair Buffer               29           239           44.0
Multi-Input combinational cell     27           228           41.9
Tap cell                           46          57.6           10.6
Sequential cell                     1          15.0           2.76
Inverter                            1          3.75          0.691
==> what timing repair did <==
item | CTS | global route
buffers inserted | 1 | 0
setup endpoints to repair | 10 | 3
pin swaps | 4 | 2
gates resized | 25 | 3
hold buffers | 0 | 0
endpoints found under the hold margin | 0 | 0
==> critical path: cells and delay by family <==
kind,cells,cell delay [ns]
AND-OR/OR-AND,1,0.15
AND/OR/NAND/NOR,2,0.59
buffers and inverters,2,0.60
==> cell usage in the layout, fill, tap and decap left out, types with 2 or more instances in the layout <==
cell / count
dlygate4sd2_1: 5
clkdlybuf4s50_1: 8
a21oi_1: 2
buf_4: 12
buf_2: 3
nor4_2: 2
nand2_1: 2
nor4_1: 2
==> power by group through the flow <==
stage	Clock, mW	Combinational (mW)	Sequential, mW
CTS	0	0.0614	0.000798
global route	0	0.0671	0.000829
finish	0	0.0615	0.000789
==> worst max-delay path by stage <==
stage | to | slack [ns] | from
after CTS | RegDst | 0.005 | opcode[1]
after global routing | RegDst | -0.04 | opcode[1]
final | RegDst | 0.04 | opcode[2]
No activity file was given, so power comes from the tool's default toggle rates.
